**run.sh**
```bash
#!/bin/bash
# OpenROAD 26Q1-2900-gdf79404cd8, Yosys 0.63+post, stock flow scripts
make -C /OpenROAD-flow-scripts/flow DESIGN_CONFIG=/design/flow/config.mk WORK_HOME=/design/flow/orfs finish
```
**config.mk**
```make
export PLATFORM = sky130hd
export DESIGN_NAME = control1
export DESIGN_NICKNAME = control1
export VERILOG_FILES = /design/flow/design.v
export SDC_FILE = /design/flow/constraint.sdc
export NUM_CORES = 4
export LEC_CHECK = 1
export CORE_AREA = 10 10 70 70
export DIE_AREA = 0 0 80 80
```
**constraint.sdc**
```tcl
current_design control1

set clk_period 2.2
set clk_io_pct 0.2

create_clock -name clk0 -period $clk_period

set non_clock_inputs [all_inputs -no_clocks]
set_input_delay [expr $clk_period * $clk_io_pct] -clock clk0 $non_clock_inputs
set_output_delay [expr $clk_period * $clk_io_pct] -clock clk0 [all_outputs]
```
**design.v**
```verilog
module control1(RegDst,Jump,Branch,MemRead,MemtoReg,ALUop,MemWrite,ALUSrc,RegWrite,Sign,instruction);
output wire RegDst;
output wire Branch;
output wire MemRead;
output wire MemtoReg;
output wire Jump;
output wire [1:0]ALUop;
output wire MemWrite;
output wire ALUSrc;
output wire RegWrite;
output wire Sign;
input wire [31:0] instruction;
wire lw;wire sw;wire Rtype;wire addi;wire andi;wire beq;wire j;
wire [5:0]opcode;
assign opcode[5:0]=instruction[31:26];
assign lw=((opcode[5])&(~opcode[4])&(~opcode[3])&(~opcode[2])&(opcode[1])&(opcode[0]));
assign sw=((opcode[5])&(~opcode[4])&(opcode[3])&(~opcode[2])&(opcode[1])&(opcode[0]));
assign Rtype=((~opcode[5])&(~opcode[4])&(~opcode[3])&(~opcode[2])&(~opcode[1])&(~opcode[0]));
assign addi=((~opcode[5])&(~opcode[4])&(opcode[3])&(~opcode[2])&(~opcode[1])&(~opcode[0]));
assign andi=((~opcode[5])&(~opcode[4])&(opcode[3])&(opcode[2])&(~opcode[1])&(~opcode[0]));
assign beq=((~opcode[5])&(~opcode[4])&(~opcode[3])&(opcode[2])&(~opcode[1])&(~opcode[0]));
assign j=((~opcode[5])&(~opcode[4])&(~opcode[3])&(~opcode[2])&(opcode[1])&(~opcode[0]));
assign RegDst=Rtype;
assign Jump=j;
assign Branch=beq;
assign MemRead=lw;
assign MemtoReg=lw;
assign ALUop[1]=(Rtype|andi); 
assign ALUop[0]=(andi|beq); 
assign MemWrite=sw;
assign ALUSrc=(lw|sw|addi|andi);
assign RegWrite=(lw|Rtype|addi|andi);
assign Sign=andi; 
endmodule
```
==> qor.csv <==
stage,metric,value,unit
detailed_routing,drc_errors,0,
timing,clock.fmax,464.5,MHz
power,combPwrFrac,100.0,%
placed_design,routabilityCongestion,0.7355,
global_routing,antenna_found_initial,0,
floorplan,chipHeight,80,microns
synthesis,yosysWarningCount,0,
critical_path,required,1.76,ns
placed_design,portBuffers,17,
floorplan,die_area,0.006400,sq mm
finish,fin_area,469.2,sq um
timing,tightest_slew,0.2156,ns
critical_path,path_class,in2out,
timing,maxSlewHeadroom,85.58,%
finish,drive_gt1_share,46.94,%
detailed_routing,vias,296,
floorplan,die_x,80,microns
cts,cts_hold_buf,0,
min_path,min-delay-start,instruction[28],
detailed_routing,antennaDiodeCount,0,
finish,final_cells,95,
critical_path,worst-path-max-fanout,2,
global_routing,grt.total_usage,2.701,%
synthesis,syn_area,156.4,sq um
global_routing,grt_max_degree,8,
synthesis,synthDistinctLibCells,17,
floorplan,row_count,21,
synthesis,syn_area_per_cell,6.800,sq um
min_path,hold_path.class,in2out,
finish,layout.area.seq,0,sq um
critical_path,arrival,1.71,ns
timing,min_period,2.153,ns
synthesis,yosysCellCount,23,
detailed_routing,routedWlPerCell,9.347,microns
finish,flop-count,0,
detailed_routing,drt_iter0_markers,3,
synthesis,syn_inst,23,
power,p_seq_share,0,%
power,power.switching,21.08,uW
timing,rsz0062_at_grt,false,
power,clkPwrFrac,0,%
floorplan,io_pins,43,
synthesis,yosys-stat-area,156.4,sq um
floorplan,initCoreUtil,4.579,%
synthesis,yosys.stat.seqShare,0,%
run,log.warning_count,58,
detailed_routing,drt_wl_total,888,microns
global_routing,grt_pass1_wl,1.531,mm
detailed_routing,drt-pass1-iter-count,2,
power,sw_frac_of_total,43.14,%
placed_design,place_area,436.7,sq um
placed_design,dp_cells,93,
timing,hold_violations,0,
critical_path,crit_start,instruction[31],
run_status,status,"finished, final reports clean",
finish,lay_top_count,dlygate4sd2_1,
finish,layout_top_cells,"dlygate4sd2_1, buf_4, nor3_2",
run,maxCapViolCount,0,
global_routing,overflow,0,
critical_path,end_kind,output port,
finish,area_growth,200.0,%
global_routing,first_global_vias,320,
timing,post-route-period-util,97.85,%
critical_path,cp-start-kind,input pin,
power,ir_drop,0.01676,mV
placed_design,dp_hpwl,657.7,microns
timing,timing.final.max_slew_violations,0,
power,power_density,104.2,mW/mm^2
timing,setup_viol,0,
power,p_int,27.79,uW
detailed_routing,ant_nets,0,
floorplan,core,0.003416,sq mm
finish,clock_buffers,0,
power,total_leakage_power,0.2066,nW
detailed_routing,vias_per_cell,3.116,
power,report.power.total,48.87,uW
[cell families after synthesis]
group                  Yosys count  synth area share (%)
AND-OR/OR-AND                    2                 8.798
buffers and inverters            1                 4.802
AND/OR/NAND/NOR                 20                 86.40
[repair_timing]
action | 4_1_cts | 5_1_grt
hold endpoints to repair | 0 | 0
endpoints found under the setup margin | 11 | 1
resized | 32 | 1
setup buffers | 2 | 0
pin swaps | 7 | 0
[cell usage after synthesis]
cell	n	area, sq um
a21oi_1	1	5.000
and3_1	1	6.260
and4b_2	1	11.26
buf_4	1	7.510
nand2_1	1	3.750
nand4b_1	1	8.760
nor2_1	4	15.01
nor2b_1	2	12.51
nor3_1	2	10.01
nor3_2	1	10.01
nor3b_1	1	7.510
o32ai_1	1	8.760
or2b_1	1	7.510
or3_1	1	6.260
or4_1	2	15.01
or4b_1	1	10.01
or4bb_1	1	11.26
[power by group through the flow]
| stage | registers (mW) | logic (mW) | clock network, mW |
|---|---|---|---|
| final | 0 | 0.0489 | 0 |
| after global routing | 0 | 0.0537 | 0 |
| after CTS | 0 | 0.0474 | 0 |
[worst paths after layout]
path                  depth (start not counted)  endpoint
worst min-delay path                          4  ALUop[1]
worst max-delay path                          5  RegWrite
[layout make-up]
cell class / instances / area, sq um
well taps: 46 / 57.56
repair buffers: 27 / 225.2
multi-input cells: 22 / 186.4
fillers: 394 / 2947
[stage by stage]
stage	setup slack (ns)	TNS, ns	utilization [%]	hold slack (ns)
floorplan	0.5999	0	-	0.8906
global placement	-0.4262	-3.763	12.78	1.937
detailed placement	-0.4345	-3.814	12.78	1.925
CTS	0.05520	0	13.59	1.390
global route	0.01039	0	13.74	1.433
finish	0.04737	0	13.74	1.400
[critical path, cell delays in order]
cell and delay (ns):
dlygate4sd2_1 0.21, or4bb_4 0.55, buf_4 0.17, o32ai_1 0.10
dlygate4sd2_1 0.24
[metal layers]
layer	global-route usage, %	share of wire, %
met5	0	0
met2	4.976	44
met4	0	0
met3	1.023	16
met1	3.032	40
Power and IR drop assume default switching activity.
