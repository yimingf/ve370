`flow/config.mk`:
```
export PLATFORM = sky130hd
export DESIGN_NAME = alu
export DESIGN_NICKNAME = alu
export VERILOG_FILES = /design/flow/design.v
export SDC_FILE = /design/flow/constraint.sdc
export NUM_CORES = 4
export LEC_CHECK = 1
export CORE_UTILIZATION = 50
```
`flow/constraint.sdc`:
```
current_design alu

set clk_period 15.8
set clk_io_pct 0.2

create_clock -name clk0 -period $clk_period

set non_clock_inputs [all_inputs -no_clocks]
set_input_delay [expr $clk_period * $clk_io_pct] -clock clk0 $non_clock_inputs
set_output_delay [expr $clk_period * $clk_io_pct] -clock clk0 [all_outputs]
```
`flow/design.v`:
```
module alu(out, z, ctl, a, b);
		output reg	[31:0]	out;
		output		z;
		input		[3:0]	ctl;
		input		[31:0]	a, b;
	wire [31:0] sub_ab;
	wire [31:0] add_ab;
	wire 		oflow_add;
	wire 		oflow_sub;
	wire 		oflow;
	wire 		slt;
	assign z = (0 == out);
	assign sub_ab = a - b;
	assign add_ab = a + b;
	assign oflow_add = (a[31] == b[31] && add_ab[31] != a[31]) ? 1 : 0;
	assign oflow_sub = (a[31] == b[31] && sub_ab[31] != a[31]) ? 1 : 0;
	assign oflow = (ctl == 4'b0010) ? oflow_add : oflow_sub;
	assign slt = oflow_sub ? ~(a[31]) : a[31];
	always @(clt, a, b) begin
		case (ctl)
			4'b0000: out <= a & b;				 
			4'b0001: out <= a | b;				 
			4'b0010: out <= add_ab;				 
			4'b0110: out <= sub_ab;				 
			4'b0111: out <= {{31{1'b0}}, slt};	 
			4'b1100: out <= ~(a | b);			 
			4'b1101: out <= a ^ b;				 
			default: out <= 0;
		endcase
	end
endmodule
```
`flow/run.sh`:
```
#!/bin/bash
# OpenROAD 26Q1-2900-gdf79404cd8, Yosys 0.63+post, stock flow scripts
make -C /OpenROAD-flow-scripts/flow DESIGN_CONFIG=/design/flow/config.mk WORK_HOME=/design/flow/orfs finish
```
==> Changelog: implementation <==
## Implementation

* Syn. warnings at 1
* WL/cell at 21.1 um
* Fin cells at between 1000 and 1500
* Synth Cell Area at slightly below 6000 um^2
* Height of the die at 110 um
* Gpl congestion at ~1.1
* # DRC at 0
* Power density over cell area at 37.0 nW/um^2
* Crit share post-route at roughly four fifths
* Area growth, synth to finish at 17.3%
* Tightest Hold Check Type: input port to output port
* Area leader, netlist: ha_1
* Tmin final at around 12 ns
* Setup violators final at 0
* Element type at the critical path end: output port
* Row cnt at 39
* Max Slew Vio Count at 0
* Total power at approximately 250 uW
* Worst-path maximum fanout at 13
* Initial drt markers at between 800 and 900
* Vias in the first global route at roughly 6400
* Top cells by count: nor2_1 (109), ha_1 (98), inv_1 (92)
* Yosys stat chip area at ~5800 um^2
* Synth top cell by count: nor2_1
* Peak Freq at ~81 MHz
* Max IR drop VDD at between 20 and 25 uV
* Status: finished, final reports clean
* Total Routing Usage GR at approximately 39%
* # resized after CTS at 0
* CP required at 12.64 ns
* Die ar. at roughly 12000 um^2
* First-pass GRT wire length at 35.4 mm
* Mapped Cells at between 800 and 900
* Setup tns final at 0 ns
* GRT met2 Usage at between 60% and 70%
* # diodes at 0
* Post-synthesis cell type count at around 79
* Slew Limit Headroom at around two fifths
* Worst hold stages at 3
* Via count at approximately 7400
* Max-area cell share at 21.1%
* Max Cap Violations at 0
* Detailed Route WL at approximately 23 mm
* GRT busiest layer: met2
* Post-synth area hogs: ha_1 (21%), nor2_1 (7.0%), a21oi_1 (6.8%)
* Placed Cells at approximately 1100
* Met1 Track Usage GR at 51.8%
* Hold buffers post-CTS at 0
* OpenROAD warning count at ~100
* Initial antenna violation count at 0
* Port buffer count at 101
* Fraction of layout cells with a size suffix above 1 at under 10%
* Grt ovf at 0
* Top Ports at 101
* DP Wirelength at 17.9 mm
* Met3 Usage GRT at around 6.2%
* Measured slew at the worst slew-check pin at a little under 0.9 ns
* Pleak at 2.93 nW
* Drt first pass iters at 6
* Critical Path Start Type: input port
* Final core area utilization at 59.9%
* # clk buffers at 0
* Core area at between 10000 and 15000 um^2
* FF+latch area at 0 um^2
* Initial Utilization at ~51%
* DRT antenna net count at 0
* Setup bufs post-CTS at 0
* Post-place setup slack at about 3.5 ns
* Avg Vias per Cell at ~6.7
* RSZ-0062 raised after global routing: false
* # Cells Yosys at 899
* Average cell area after synthesis at around 6.5 um^2
* Sequential-to-total area share from yosys stat at 0%
* Final hold violations at 0
* WP data arrival at 9.21 ns
* Die span in x at roughly 110 um
* FFs & Latches at 0
* Final WS setup at 3.43 ns
* Largest net degree at the start of global routing at 37
* Worst setup path category: input port to output port
## cells in the final DEF, fill, tap and decap left out, drive strengths merged, types with 10 or more instances in the layout
cell / Yosys / routed
a211oi: 13 / 13
nor3: 24 / 24
a21o: 10 / 10
o22ai: 13 / 13
nor2: 110 / 110
inv: 93 / 93
nor4: 14 / 14
o31ai: 18 / 18
nand2: 64 / 64
clkdlybuf4s50: 0 / 101
o211ai: 21 / 21
nor2b: 12 / 12
o21ai: 48 / 48
a22oi: 16 / 16
a21oi: 79 / 79
nand3: 21 / 21
a221oi: 13 / 13
buf: 24 / 11
ha: 98 / 98
## worst max-delay path, cell delays in order
cell and delay, ns:
clkdlybuf4s50_1 0.51, inv_1 0.06, ha_1 0.46, nor2_1 0.19, nand3_1 0.11, nor4_1 0.43, nor3_1 0.17, or2_2 0.31
o211ai_1 0.27, a21oi_1 0.15, nor2_1 0.11, nor2_1 0.05, nor2_1 0.08, nor2_1 0.06, fa_1 0.46, a31oi_1 0.17
o31ai_1 0.10, or4_1 0.42, nor4_1 0.29, or3b_1 0.40, nor4_2 0.37, nand4_1 0.17, nor4b_2 0.23, clkdlybuf4s50_1 0.49
## final timing paths
check,start,end,slack (ns)
hold / removal,ctl[3],out[0],7.56
setup / recovery,a[7],z,3.43
## layout make-up
| type | instances | area (um^2) |
|---|---|---|
| inverter | 93 | 349 |
| tap | 143 | 179 |
| timing repair buffer | 112 | 1090 |
| multi-input combinational | 751 | 5190 |
| fill | 1034 | 4560 |
## where the power goes
part	total [mW]	switching [mW]	internal (mW)
Sequential	0	0	0
Clock	0	0	0
Combinational	0.252	0.148	0.104
## layer usage
layer	wire [um]	share of wire, %	vias up
li1	-	-	3455
met1	9370	40	3358
met2	10400	45	502
met3	2390	10	94
met4	1100	4.7	0
met5	0	0	-
## stage by stage
step / area (um^2) / hold WS (ns)
final: 6810 / 7.56
after global routing: 6810 / 7.61
after CTS: 6810 / 7.56
after detailed placement: 6810 / 7.55
after global placement: 6810 / 7.55
after floorplan: 5810 / 6.47
## cells by family after synthesis
family          count (synthesis)  synth area share (%)
simple gates                  300                  24.8
mux                            10                  1.81
buf+inv                       148                  10.6
compound gates                334                  39.7
fa+ha+maj                     101                  22.1
xor+xnor                        6                 0.904
No activity file was given, so power comes from the tool's default toggle rates.
