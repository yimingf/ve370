`design/flow/config.mk`:
```
export PLATFORM = sky130hd
export DESIGN_NAME = dm
export DESIGN_NICKNAME = dm
export VERILOG_FILES = /design/flow/design.v
export SDC_FILE = /design/flow/constraint.sdc
export NUM_CORES = 4
export LEC_CHECK = 1
export CORE_UTILIZATION = 50
```
`design/flow/constraint.sdc`:
```
current_design dm

set clk_period 54.7
set clk_io_pct 0.2

create_clock -name clk0 -period $clk_period [get_ports {clk}]

set non_clock_inputs [all_inputs -no_clocks]
set_input_delay [expr $clk_period * $clk_io_pct] -clock clk0 $non_clock_inputs
set_output_delay [expr $clk_period * $clk_io_pct] -clock clk0 [all_outputs]
```
`design/flow/design.v`:
```
module dm(rdata,clk,addr,rd,wr,wdata);
		output wire	[31:0]	rdata;
		input wire			clk;
		input wire	[5:0]	addr;
		input wire			rd, wr;
		input wire 	[31:0]	wdata;
	reg [31:0] mem [0:63];   
	always @(posedge clk) begin
		if (wr==1) mem[addr]=wdata;
	end
	assign rdata = rd ? wdata : mem[addr][31:0];
endmodule
```
`design/flow/run.sh`:
```
#!/bin/bash
# OpenROAD 26Q1-2900-gdf79404cd8, Yosys 0.63+post, stock flow scripts
make -C /OpenROAD-flow-scripts/flow DESIGN_CONFIG=/design/flow/config.mk WORK_HOME=/design/flow/orfs finish
```
==> impl_metrics.json <==
{
  "path_max_fanout": 78,
  "grt_max_degree": 88,
  "edf_count": 2048,
  "first_pass_iters": 6,
  "finalMaxSlewViolations": 0,
  "grt_usage_pct": 38.0,
  "crit_type": "in2out",
  "ys_sh_adder_pct": 0,
  "synth_area_sq_um": 78900,
  "crit_path_start_kind": "primary input",
  "dp_hpwl_mm": 151,
  "path_cells": "buf_8 -> buf_12 -> buf_4 -> buf_4 -> and2_4 -> buf_4 -> a221oi_1 -> nor2_1 -> o21ai_0 -> buf_4 -> o211ai_1 -> o32a_1 -> clkdlybuf4s50_1",
  "cp.arrival_ns": 16.05,
  "xor_share_pct": 0,
  "cts_buffer_depth": 3,
  "fill_cells": 11500,
  "p_leak_nw": 28.0,
  "grt_pass1_vias": 46100,
  "cts_setup_buffers": 0,
  "ys_sh_simple_pct": 1.93,
  "crit_path_max_incr_delay_ns": 0.61,
  "yosysCellCount": 4140,
  "critPathCaptureType": "primary output",
  "cts_root_buffer": "clkbuf_16",
  "wl_per_cell_um": 40.2,
  "tritoncts": "yes",
  "ys_sh_aoi_pct": 8.53,
  "drc": 0,
  "drtIter0Drc": 3520,
  "cts.sinks": 2048,
  "hold_viol_final": 0,
  "max_slew_margin_pct": 11.0,
  "rows": 145,
  "ys_top_cells_by_area": "edfxtp_1 78%, mux4_2 4.5%, mux2i_1 2.9%, a221oi_1 2.2%, mux2_2 2.1%",
  "postRouteAntennaNets": 0,
  "area_growth_pct": 12.6,
  "busiest_layer": "met2",
  "hold_path_class": "in2reg",
  "cts_buffers": 200,
  "layout-drive-gt1-share_pct": 20.2,
  "grt_overflow": 0,
  "rsz0062_at_grt": "false",
  "netlist.area_leader.share_pct": 78.0,
  "yosys_warnings": 1,
  "antenna_found_initial": 15,
  "cp_num_buf_inv": 7,
  "setup_viol": 0,
  "cap_viol_max_count": 0,
  "clk_pin_slew_ns": 0.06,
  "largest_area_cell": "edfxtp_1",
  "synth.avg_cell_area_sq_um": 19.0,
  "cellPowerDensity_nw_per_um2": 36.3,
  "grt_pass1_wl_mm": 364,
  "crit_top_cell": "buf_4",
  "max_freq_ghz": 0.0370,
  "fp-utilization_pct": 50.4,
  "gp_congestion": 0.933,
  "holdCritStartpoint": "wdata[12]",
  "ys_top_logic_family": "multiplexers",
  "finalClockPeriodUsage_pct": 49.3,
  "port_buffers": 72,
  "setup_tns_ns": 0,
  "synthCells": 4140,
  "place_area_sq_um": 82800,
  "via_per_inst": 6.74,
  "die_x_um": 399,
  "io_pins": 73,
  "largest_register_ff_count": 2048,
  "slowest_stage": "buf_4",
  "final_area_sq_um": 88800,
  "die-area_sq_um": 159000,
  "htreeDepth": 4,
  "met3_usage_pct": 35.1,
  "grt_use_met1_pct": 46.4,
  "yosysUniqueCellTypes": 68,
  "outcome": "complete, no violations",
  "met2_usage_pct": 49.2,
  "core_area_sq_um": 156000,
  "top_cells_by_count": "2048 x edfxtp_1, 229 x mux2i_1, 197 x a221oi_1, 170 x nor2_1, 158 x mux4_2",
  "whs_endpoint": "mem[63][12]",
  "warnings": 26,
  "ff_type": "edfxtp_1",
  "most_common_cell": "edfxtp_1",
  "holdBufCountCts": 0,
  "min_period_ns": 26.99,
  "cts_resized": 0,
  "synth_seq_share_pct": 78.0,
  "async_flop_share_pct": 0,
  "ys_sh_mux_pct": 9.56,
  "die_y_um": 399,
  "required_ns": 43.76,
  "routed_wl_mm": 264,
  "ys_area_sq_um": 78900,
  "whs_path_depth": 1,
  "vias": 44300,
  "vdd_ir_drop_max_mv": 0.0373,
  "numSynthFlops": 2048,
  "worstMarginPinSlew_ns": 1.32,
  "cp_top_family": "buffers and inverters"
}
[where the power goes]
group	switching (mW)	total, mW	leakage, nW	internal, mW
clock	0.580	1.28	2.91	0.705
sequential	0.00216	1.74	18.4	1.74
combinational	0.141	0.199	6.69	0.0571
[layer usage]
layer / share of wire (%) / up-vias
met4: 4.4 / 42
met2: 43 / 3831
met3: 22 / 628
li1: - / 17800
met1: 30 / 22000
met5: 0.63 / -
[layout by cell type (no fill, tap or decap), types with 8 or more instances in the layout]
master and count:
nand2_1 86, nor2_1 103, nand3_1 27, mux4_2 158
a222oi_1 20, o22a_1 12, a31oi_1 30, o22ai_1 112
mux2_2 144, buf_4 224, o211ai_1 12, o2bb2ai_1 9
clkbuf_1 52, a221oi_1 197, o21ai_0 121, clkinv_1 63
o32a_1 17, mux2i_1 229, and3_1 10, clkbuf_16 202
a22oi_1 137, buf_2 33, clkinv_2 20, clkdlybuf4s50_1 36
a221o_1 41, nor2_4 67, nand2b_1 8, edfxtp_1 2048
a21oi_1 95, a22o_1 43
[how the worst max path moves through the flow]
stage | endpoint | cells after the start | from
CTS | rdata[28] | 10 | addr[1]
global route | rdata[14] | 13 | addr[1]
finish | rdata[14] | 13 | addr[1]
[area by class of cell]
| type | instances | area (sq um) | share of cell area (%) |
|---|---|---|---|
| repair buffers | 301 | 2340 | 2.63 |
| inverters | 10 | 47.5 | 0.0535 |
| multi-input cells | 1797 | 16400 | 18.4 |
| clock inverters | 106 | 747 | 0.841 |
| clock buffers | 254 | 5250 | 5.91 |
| well taps | 2058 | 2570 | 2.90 |
| diodes | 7 | 17.5 | 0.0197 |
| flip-flops and latches | 2048 | 61500 | 69.2 |
[stage by stage]
step           hold WS, ns  power [mW]  setup WS (ns)  instances  util (%)
2_1_floorplan        11.04        1.86          31.12       4140         -
3_3_place_gp         11.32        1.96          27.56       6213      53.0
3_5_place_dp         11.31        1.97          27.48       6213      53.0
4_1_cts              10.42        3.23          27.45       6573      56.8
5_1_grt              10.47        3.30          27.50       6576      56.8
6_report             10.47        3.22          27.71       6581      56.8
[cell families after synthesis]
| group | count (synthesis) |
|---|---|
| simple gates | 348 |
| mux | 537 |
| buf+inv | 295 |
| compound gates | 912 |
| flops | 2048 |
Power figures rest on the tool's default switching activity, not on a simulated workload.
